==> flow/design.v <==
`timescale 1ns / 1ps
module clock_divider(
    input clk,
    input rst,
    output reg tick_1s
    );
    reg [25:0]count;
    always@(posedge clk)begin
        if(rst) begin 
                count<=26'b0; 
                tick_1s<=0; 
            end
        else if(count==26'd0) begin 
                count<=26'b0;
                tick_1s<=1'b1; 
            end
        else begin 
                count<=count+1'b1;   
                tick_1s<=1'b0; 
            end
        end
endmodule
`timescale 1ns / 1ps
module digital_clock(
    input clk,
    input rst,
    output [5:0]seconds,
    output [5:0]minutes,
    output [4:0]hours
    );
    wire tick_1s;
    wire tick_1m;
    wire tick_1h;
    clock_divider clkdivider(.clk(clk),.rst(rst),.tick_1s (tick_1s));
    seconds second(.clk(clk),.rst(rst),.tick_1s (tick_1s),.seconds(seconds),.tick_1m(tick_1m));
    minutes minute(.clk(clk),.rst(rst),.tick_1m(tick_1m),.minutes(minutes),.tick_1h(tick_1h));
    hours hour(.clk(clk),.rst(rst),.tick_1h(tick_1h),.hours(hours));
endmodule
`timescale 1ns / 1ps
module hours(
    input clk,
    input rst,
    input tick_1h,
    output reg [4:0]hours
    );
    always @(posedge clk) begin
        if (rst) begin
            hours <= 5'd0;
        end
        else if (tick_1h) begin
            if (hours == 5'd23)
                hours <= 5'd0;
            else
                hours <= hours + 1'b1;
        end
    end
endmodule
`timescale 1ns / 1ps
module minutes(
    input clk,
    input rst,
    input tick_1m,
    output reg [5:0]minutes,
    output reg tick_1h
    );
    always@(posedge clk)begin
        if(rst)begin 
            minutes<=0;
            tick_1h<=0;
            end
        else if (tick_1m) begin
                if (minutes == 6'd59) begin
                    minutes   <= 6'd0;
                    tick_1h <= 1'b1;
                end
                else begin
                    minutes   <= minutes + 1'b1;
                    tick_1h <= 1'b0;
                end
            end
        else begin
                minutes <= minutes;
                tick_1h <= 1'b0;
            end
        end
endmodule
`timescale 1ns / 1ps
module seconds(
    input clk,
    input rst,
    input tick_1s,
    output reg [5:0]seconds,
    output reg tick_1m
    );
    always@(posedge clk)begin
        if(rst)begin 
            seconds<=0;
            tick_1m<=0;
            end
        else if (tick_1s) begin
                if (seconds == 6'd59) begin
                    seconds   <= 6'd0;
                    tick_1m <= 1'b1;
                end
                else begin
                    seconds   <= seconds + 1'b1;
                    tick_1m <= 1'b0;
                end
            end
        else begin
                seconds <= seconds;
                tick_1m <= 1'b0;
            end
        end
endmodule
==> flow/run.sh <==
#!/bin/bash
# OpenROAD 26Q1-2900-gdf79404cd8, Yosys 0.63+post, stock flow scripts
make -C /OpenROAD-flow-scripts/flow DESIGN_CONFIG=/design/flow/config.mk WORK_HOME=/design/flow/orfs finish
==> flow/config.mk <==
export PLATFORM = sky130hd
export DESIGN_NAME = digital_clock
export DESIGN_NICKNAME = digital_clock
export VERILOG_FILES = /design/flow/design.v
export SDC_FILE = /design/flow/constraint.sdc
export NUM_CORES = 4
export LEC_CHECK = 1
export CORE_UTILIZATION = 40
==> flow/constraint.sdc <==
current_design digital_clock

set clk_period 5.4
set clk_io_pct 0.2

create_clock -name clk0 -period $clk_period [get_ports {clk}]

set non_clock_inputs [all_inputs -no_clocks]
set_input_delay [expr $clk_period * $clk_io_pct] -clock clk0 $non_clock_inputs
set_output_delay [expr $clk_period * $clk_io_pct] -clock clk0 [all_outputs]
==> metrics.yaml <==
clock_tree:
  ctsResizeCount: 0
  cts.sinks: 46
  cts_buffer_depth: 2
  worstSkewPairLatency_ps: 290
  postCtsSetupBuffers: 0
  clkTransAtPathRegs_ps: 80
  cts_tree: "done"
  cts_buffers: 5
  htreeDepth: 2
  hold_buffers: 0
  clockRootBuffer: "clkbuf_8"
setup_path:
  r2r_slack_ps: 3420
  r2r_end: "clkdivider.count[25]"
  critPathBufInv: 1
  worstPathArrival_ps: 1190
  start_kind: "flip-flop"
  critical_path_class: "reg -> out"
  path_max_fanout: 5
  reg2regPathDepth: 4
  crit_family: "buffers and inverters"
  path_cells: "clkdlybuf4s50_1"
  max_stage_delay_ps: 490
  reg2reg_from: "clkdivider.count[2]"
  crit_slowest_cell: "clkdlybuf4s50_1"
  worstSetupEndpointType: "output pin"
  critPathRequiredTime_ps: 4320
global_routing:
  grt_max_degree: 27
  grt_pass1_wl_um: 6400
  grt_usage: 0.153
  antenna_found_initial: 0
  grt_pass1_vias: 1398
  overflow: 0
layout:
  comb_area_sq_mm: 0.00103
  finish.instance_area_sq_mm: 0.00235
  seqCellArea_sq_um: 921
  area_growth_syn_to_layout_pct: 16.4
  lay_top_cells: "dfxtp_1 (46), nor2_1 (30), clkdlybuf4s50_1 (18), a21oi_1 (16), xor2_1 (13)"
  drive_gt1_frac: 0.0488
  layout_top_cell: "dfxtp_1"
  nFillCells: 449
drt:
  wl_met2_um: 1500
  topRoutingLayerUsed: "met4"
  antenna_left: 0
  wl_met3_um: 101
  antennaDiodeCount: 0
  dr_total_vias: 1581
  drc: 0
  wl_per_cell_um: 11.4
  wl_um: 3580
  vias_per_cell: 5.05
  m1WireLength_um: 1950
  drt-pass1-iter-count: 4
  drtIter0Drc: 56
floorplan:
  io-pin-count: 19
  die_h_um: 73.0
  chip_area_sq_mm: 0.00533
  coreArea_sq_mm: 0.00479
  fp.dieW_um: 73.0
  core.rowCount: 25
  fp_util: 0.422
synthesis:
  ys_cells: 225
  synth_seq_share: 0.456
  yosysUniqueCellTypes: 29
  ys.flops: 46
  synthCells: 225
  ys_warn_count: 4
  yosys_area_sq_mm: 0.00202
  syn_area_per_cell_sq_um: 8.97
  syn-cell-area_sq_mm: 0.00202
power_and_ir_drop:
  p_total_uw: 563
  power_density_mw_per_mm2: 240
  power.switching_uw: 113
  power_frac_comb: 0.018
  clock_power_share: 0.371
  seqPwrFrac: 0.610
  irDropWorstVdd_mv: 0.173
  leakage_nw: 0.721
  p_int_uw: 450
  sw_frac_of_total: 0.201
timing:
  whs_ps: 486
  fmax_mhz: 441
  finalCriticalPeriod_ps: 2270
  period_used_share: 0.420
  finalWorstSetupSlack_ps: 3130
  worstMarginPinSlew_ps: 597
  hold_viol_final: 0
  slew_violations: 0
  rsz0062_at_grt: "no"
  tns_ps: 0
  finClkSkew_ps: 4.06
  setup_viol: 0
  relSlewSlack: 0.598
placed_design:
  hpwl_um: 2520
  globalplace.congestion: 0.747
  dpl-instance-area_sq_mm: 0.00226
  pre_cts_ws_ps: 2910
  port-buffer-count: 18
job:
  warning_count: 26
  maxCapViolCount: 0
run_status:
  status: "finished clean"
hold_path:
  hold_depth: 2
  hp-start: "clkdivider.count[25]"
  hp-class: "reg -> reg"
  min_to: "clkdivider.count[25]"
[worst register-to-register path: stages (launching register included)]
cell     delay [ps]
dfxtp_1         450
nand4_1         190
or4_4           600
or4_1           530
a21oi_1         140
[cells in the mapped netlist]
master	number	area share
nand4_1	9	0.028
xor2_1	13	0.056
xnor2_1	9	0.039
nand3_1	10	0.025
and3_1	2	0.0062
o21ai_0	8	0.020
or4_1	8	0.030
nor4b_1	1	0.0043
nor2_1	30	0.056
dfxtp_1	46	0.46
nand2b_1	3	0.0093
inv_1	9	0.017
buf_6	1	0.0056
nand3_2	1	0.0050
ha_1	5	0.031
nor4_1	7	0.022
mux2i_1	3	0.015
a21oi_1	16	0.040
and4_1	3	0.013
nand2_1	11	0.020
clkbuf_1	4	0.0074
nand3_4	1	0.0087
o31ai_1	10	0.037
or4_4	2	0.011
nor3_1	3	0.0074
buf_2	1	0.0025
nor3b_1	1	0.0037
o21ai_1	1	0.0025
or3_1	7	0.022
[worst max-delay path by stage]
stage / end / cells past startpoint / slack, ps / startpoint
4_1_cts: seconds[2] / 1 / 3110 / second.seconds[2]
5_1_grt: seconds[2] / 1 / 3050 / second.seconds[2]
6_report: seconds[2] / 1 / 3130 / second.seconds[2]
[flip-flops by register name, summed over array words and instances (netlist names)]
| name | cells |
|---|---|
| minute.minutes | 6 |
| minute.tick_1h | 1 |
| clkdivider.count | 26 |
| clkdivider.tick_1s | 1 |
| hour.hours | 5 |
| second.tick_1m | 1 |
| second.seconds | 6 |
[cell type report]
cell class                 instances  share of cell area
clock inverter                     1             0.00213
multi-input combinational        164               0.439
sequential                        46               0.392
clock buffer                       7              0.0367
tap                               67              0.0357
timing repair buffer              19              0.0799
inverter                           9              0.0144
[cells by family after synthesis]
| group | Yosys count | synth area share |
|---|---|---|
| buffers and inverters | 15 | 0.0322 |
| and+or+nand+nor | 99 | 0.271 |
| DFF | 46 | 0.456 |
| adders and majority gates | 5 | 0.0310 |
| muxes | 3 | 0.0149 |
| AOI/OAI and AO/OA | 35 | 0.0992 |
| xor gates and xnor gates | 22 | 0.0955 |
[power by group through the flow]
stage | logic (mW) | clock network, mW | registers [mW]
CTS | 0.0104 | 0.221 | 0.343
global route | 0.0120 | 0.236 | 0.344
finish | 0.0103 | 0.209 | 0.344
[stage by stage]
stage | util | std cells
2_1_floorplan | - | 225
3_3_place_gp | 0.472 | 305
3_5_place_dp | 0.472 | 305
4_1_cts | 0.491 | 313
5_1_grt | 0.491 | 313
6_report | 0.491 | 313
[metal layers]
metal | up-vias | global-route usage
li1 | 844 | -
met4 | 0 | 0.0218
met2 | 12 | 0.222
met5 | - | 0
met1 | 723 | 0.250
met3 | 2 | 0.0266
